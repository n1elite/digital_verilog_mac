==> flow/run.sh <==
#!/bin/bash
# OpenROAD 26Q1-2900-gdf79404cd8, Yosys 0.63+post, stock flow scripts
make -C /OpenROAD-flow-scripts/flow DESIGN_CONFIG=/design/flow/config.mk WORK_HOME=/design/flow/orfs finish
==> flow/config.mk <==
export PLATFORM = sky130hd
export DESIGN_NAME = SRAM
export DESIGN_NICKNAME = SRAM
export VERILOG_FILES = /design/flow/design.v
export SDC_FILE = /design/flow/constraint.sdc
export NUM_CORES = 4
export LEC_CHECK = 1
export CORE_UTILIZATION = 50
==> flow/constraint.sdc <==
current_design SRAM

set clk_period 10.5
set clk_io_pct 0.2

create_clock -name clk0 -period $clk_period [get_ports {CLK}]

set non_clock_inputs [all_inputs -no_clocks]
set_input_delay [expr $clk_period * $clk_io_pct] -clock clk0 $non_clock_inputs
set_output_delay [expr $clk_period * $clk_io_pct] -clock clk0 [all_outputs]
==> flow/design.v <==
module SRAM #(parameter BW = 64, AW = 3, ENTRY = 8, WRITE = 0, MEM_FILE="mem.hex") (
    input    wire                CLK,
    input    wire                CSN,     
    input    wire    [AW-1:0]    A,       
    input    wire                WEN,     
    input    wire    [BW-1:0]    DI,      
    output   wire    [BW-1:0]    DOUT     
);
    parameter    ATIME    = 2;
    reg        [BW-1:0]    ram[0:ENTRY-1];
    reg        [BW-1:0]    outline;
    initial begin
	    if(WRITE>0)
		    $readmemh(MEM_FILE, ram);
    end
    always @ (posedge CLK)
    begin
        if (~CSN)
        begin
            if (WEN)    outline    <= ram[A];
            else        ram[A]    <= DI;
        end
    end
    assign    #(ATIME)    DOUT    = outline;
endmodule
==> flow_summary_export.csv <==
group,metric,value,unit
layout,final_area,25400,um2
yosys,synth_area,21500,um2
outcome,status,"finished, final reports clean",
timing,fin_crit,4.45,ns
die,chipHeight,210,um
worst_setup_path,cp_max_fo,42,
timing,min_period_over_period,42.4,%
timing,tightest_slew,0.858,ns
place,io_buffers,133,
yosys,synth.avg_cell_area,26.0,um2
grt,first_global_vias,10100,
die,fp_util,51.0,%
detailed_routing,ant_nets,0,
clock_network,clk_pin_slew,0.06,ns
timing,hold_viol_final,0,
timing,drv_slew,0,
die,core-area,42200,um2
die,die-area,43900,um2
yosys,edf_count,576,
grt,grt_max_degree,51,
detailed_routing,wire_per_inst,24.8,um
clock_network,post-cts-setup-buffer-count,0,
yosys,yosysTopAreaCellShare,80.3,%
worst_setup_path,path_class,"input port to flip-flop",
yosys,most_common_cell,"edfxtp_1",
worst_setup_path,critPathLaunch,"A[0]",
grt,grt_usage,21.1,%
clock_network,hold_buffers,0,
clock_network,cts_htree_levels,2,
detailed_routing,drt-total-wl,39.3,mm
timing,rsz0062_at_grt,"no",
pwr,p_leak,8.23,nW
worst_setup_path,cp_slowest_cell,"buf_4",
grt,overflow,0,
pwr,ir_drop,128,uV
yosys,topCellsByArea,"edfxtp_1 (80%), mux4_2 (12%), mux2_4 (4.2%), mux4_1 (1.5%), buf_12 (0.65%)",
place,placed_area,23500,um2
hold_path,hold_path.class,"flip-flop to flip-flop",
detailed_routing,vias,9129,
yosys,synthCells,828,
clock_network,cts_tree,"done",
layout,area_growth,18.0,%
worst_setup_path,start_kind,"input port",
hold_path,hold_start,"ram[5][20]",
grt,grt_first_pass_wirelength,59.8,mm
timing,clock.fmax,0.225,GHz
clock_network,clockBufferDepth,3,
job,tool_warnings,25,
clock_network,clkLatencyLatePin,0.58,ns
job,max_cap_viol_count,0,
yosys,ys_types,19,
clock_network,ctsRootBufferMaster,"clkbuf_16",
die,rows,75,
worst_setup_path,timing.rr.start,"ram[4][7]",
worst_setup_path,cp.arrival,4.78,ns
layout,post_route_cells_drive_above_1_share,28.0,%
timing,finalSetupViolations,0,
yosys,synth_flops,576,
pwr,p_per_area,192,nW/um2
detailed_routing,firstDrtPassIters,6,
worst_setup_path,critPathCaptureType,"flip-flop",
place,gp_congestion,0.742,
worst_setup_path,path_cells,"clkbuf_8 -> buf_4 -> buf_4 -> mux4_1 -> mux2_4",
detailed_routing,drtIter0Drc,470,
yosys,ys_seq_share,80.3,%
yosys,yosys_cells,828,
die,dieWidth,210,um
timing,clock_skew,0.0105,ns
yosys,synthArstFlopShare,0,%
grt,antenna_found_initial,2,
worst_setup_path,required,10.83,ns
timing,setup_tns,0,ns
worst_setup_path,crit_path_max_incr_delay,0.64,ns
detailed_routing,drc,0,
yosys,yosysWarnings,1,
place,hpwl,20.5,mm
yosys,synthFlopType,"edfxtp_1",
place,place_inst,1487,
clock_network,cts_resized,0,
detailed_routing,vias_per_cell,5.75,
yosys,largest_area_cell,"edfxtp_1",
worst_setup_path,timing.critical_path.mode_cell,"buf_4",
clock_network,cts_buffers,56,
clock_network,clock-sinks,576,
yosys,yosys-stat-area,21500,um2
yosys,common_cells,"edfxtp_1 (576), mux4_2 (114), mux2_4 (60)",
timing,slew_headroom,42.7,%
die,io_pins,134,
layout,fin_cells,1588,
==> state kept, by name, summed over array words and instances, names as in the netlist <==
| register | count |
|---|---|
| ram | 512 |
| outline | 64 |
==> where the power goes <==
group / internal [W] / switching [W] / total (W) / leakage [nW]
registers: 0.00259 / 0.0000118 / 0.00260 / 5.23
clock network: 0.00125 / 0.000801 / 0.00205 / 0.931
logic: 0.000127 / 0.000109 / 0.000236 / 2.07
total: 0.00397 / 0.000922 / 0.00489 / 8.23
==> per-layer routing <==
metal | up-vias | wire length, um | global-route usage (%)
met5 | - | 11 | 0
met1 | 4638 | 14200 | 33.0
met2 | 499 | 19300 | 30.4
li1 | 3918 | - | -
met4 | 2 | 882 | 4.03
met3 | 72 | 4940 | 12.0
==> through the flow <==
stage	power (W)	hold slack [ns]	utilization [%]	setup slack (ns)
6_report	0.00489	0.749	60.2	6.05
3_3_place_gp	0.00289	0.735	55.7	5.33
4_1_cts	0.00495	0.749	60.2	5.97
3_5_place_dp	0.00289	0.741	55.7	5.33
2_1_floorplan	0.00279	0.616	-	2.72
5_1_grt	0.00504	0.757	60.2	5.82
==> kinds of logic after synthesis <==
kind of cell | after synthesis | synth area share, %
DFF | 576 | 80.3
buffers and inverters | 38 | 1.32
and+or+nand+nor | 19 | 0.418
AOI/OAI and AO/OA | 3 | 0.0929
muxes | 192 | 17.9
==> area by class of cell <==
class,instances,area [um2]
fill,2871,16800
antenna,1,2.50
timing repair buffer,158,1520
sequential,576,17300
clock inverter,36,438
multi-input combinational,214,4020
clock buffer,64,1450
tap,539,674
==> cells in the final DEF (no fill, tap or decap) <==
| cell | netlist | routed |
|---|---|---|
| mux2i_1 | 3 | 3 |
| o21ai_0 | 1 | 1 |
| nand2b_1 | 3 | 3 |
| bufinv_16 | 0 | 11 |
| mux4_1 | 12 | 12 |
| clkinv_1 | 0 | 14 |
| or3_1 | 1 | 1 |
| clkbuf_8 | 0 | 1 |
| nor2_4 | 0 | 6 |
| mux2_2 | 3 | 3 |
| edfxtp_1 | 576 | 576 |
| buf_6 | 1 | 1 |
| clkdlybuf4s50_1 | 0 | 130 |
| nand3_1 | 1 | 1 |
| clkbuf_16 | 0 | 57 |
| nor2b_1 | 2 | 1 |
| clkbuf_1 | 14 | 7 |
| nand2_1 | 3 | 3 |
| buf_4 | 0 | 26 |
| nor3_2 | 0 | 2 |
| clkinv_2 | 0 | 11 |
| nor2_1 | 7 | 1 |
| mux4_2 | 114 | 114 |
| diode_2 | 0 | 1 |
| nor2b_4 | 0 | 1 |
| o211ai_1 | 2 | 2 |
| mux2_4 | 60 | 60 |
==> worst max-delay path: cells and delay by family <==
family | cells | cell delay [ns]
buffers and inverters | 3 | 1.68
muxes | 2 | 0.90
==> final timing paths <==
kind / cells after the start / end / slack [ns]
setup reg to reg: 2 / outline[7] / 9.09
hold reg to reg: 2 / outline[20] / 0.75
hold / removal: 2 / outline[20] / 0.75
setup / recovery: 5 / outline[7] / 6.05
Power is estimated from default activity; no workload was simulated.
